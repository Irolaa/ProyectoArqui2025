### /design/flow/design.v
module ClockDivider(
    input  logic clk,
    input  logic reset,
    output logic clk_out
);
parameter DIV = 20;   
    logic [31:0] counter;
    always_ff @(posedge clk or posedge reset) begin
        if (reset) begin
            counter <= 0;
            clk_out <= 0;
        end else if (counter >= DIV/2 - 1) begin
            clk_out <= ~clk_out;
            counter <= 0;
        end else begin
            counter <= counter + 1;
        end
    end
endmodule
module CoffeeFSM(
    input  logic clk,            
    input  logic reset,
    input  logic start,
    input  logic [1:0] coffee_sel,  
    output logic [2:0] state,
    output logic done
);
    typedef enum logic [2:0] {
        IDLE  = 3'd0,
        AGUA  = 3'd1,
        CAFE  = 3'd2,
        LECHE = 3'd3,
        AZUCAR= 3'd4,
        CREMA = 3'd5,
        END   = 3'd6
    } state_t;
    state_t current, next;
    logic [2:0] timer;
    logic timer_done;
    logic start_prev;  
    function automatic [2:0] get_duration(state_t st, logic [1:0] sel);
        case (st)
            AGUA: begin
                if (sel == 2'b00) get_duration = 3'd2;  
                else if (sel == 2'b01) get_duration = 3'd1;  
                else get_duration = 3'd2;  
            end
            CAFE: begin
                if (sel == 2'b00) get_duration = 3'd1;  
                else if (sel == 2'b01) get_duration = 3'd1;  
                else get_duration = 3'd0;  
            end
            LECHE: begin
                if (sel == 2'b00) get_duration = 3'd0;  
                else if (sel == 2'b01) get_duration = 3'd1;  
                else get_duration = 3'd1;  
            end
            AZUCAR: begin
                if (sel == 2'b00) get_duration = 3'd0;  
                else get_duration = 3'd1;  
            end
            CREMA: begin
                if (sel == 2'b10) get_duration = 3'd1;  
                else get_duration = 3'd0;
            end
            default: get_duration = 3'd0;
        endcase
    endfunction
    always_ff @(posedge clk or posedge reset) begin
        if (reset) begin
            current <= IDLE;
            timer <= 0;
            done <= 0;
            start_prev <= 0;
        end else begin
            current <= next;
            start_prev <= start;
            if (current != next)
                timer <= 0;
            else
                timer <= timer + 1;
            done <= (next == END);
        end
    end
    assign timer_done = (timer >= get_duration(current, coffee_sel));
    always_comb begin
        next = current;
        case (current)
            IDLE:
                if (start && !start_prev)
                    next = AGUA;
            AGUA:
                if (timer_done) begin
                    if (coffee_sel == 2'b00) next = CAFE;    
                    else if (coffee_sel == 2'b01) next = CAFE;  
                    else next = LECHE;  
                end
            CAFE:
                if (timer_done) begin
                    if (coffee_sel == 2'b00) next = END;   
                    else if (coffee_sel == 2'b01) next = LECHE;  
                    else next = END;  
                end
            LECHE:
                if (timer_done) begin
                    if (coffee_sel == 2'b01) next = AZUCAR;  
                    else if (coffee_sel == 2'b10) next = AZUCAR;  
                end
            AZUCAR:
                if (timer_done) begin
                    if (coffee_sel == 2'b01) next = END;  
                    else if (coffee_sel == 2'b10) next = CREMA;  
                end
            CREMA:
                if (timer_done)
                    next = END;
            END:
                next = IDLE;
            default: next = IDLE;
        endcase
    end
    assign state = current;
endmodule
module CoffeeMachine(
    input  logic clk,           
    input  logic reset,         
    input  logic start_btn,     
    input  logic [1:0] coffee_sel,  
    output logic [6:0] seg_type,    
    output logic [6:0] seg_state,   
    output logic [3:0] leds,        
    output logic done               
);
    logic slow_clk;
    logic [2:0] state;
    ClockDivider div_inst (
        .clk(clk),
        .reset(reset),
        .clk_out(slow_clk)
    );
    CoffeeFSM fsm_inst (
        .clk(slow_clk),
        .reset(reset),
        .start(start_btn),
        .coffee_sel(coffee_sel),
        .state(state),
        .done(done)
    );
    DisplayDecoder type_disp (
        .char_sel({2'b00, coffee_sel}),
        .segments(seg_type)
    );
    DisplayDecoder state_disp (
        .char_sel(state),
        .segments(seg_state)
    );
    LED_Animation led_inst (
        .clk(clk),
        .reset(reset),
        .active(done),
        .led(leds)
    );
endmodule
module DisplayDecoder(
    input  logic [3:0] char_sel,
    output logic [6:0] segments
);
    always_comb begin
        case (char_sel)
            4'd0: segments = 7'b0000110;  
            4'd1: segments = 7'b1000111;  
            4'd2: segments = 7'b1000110;  
            4'd3: segments = 7'b0001000;  
            4'd4: segments = 7'b1000110;  
            4'd5: segments = 7'b1000111;  
            4'd6: segments = 7'b1000001;  
            4'd7: segments = 7'b0000110;  
            4'd8: segments = 7'b0001110;  
            default: segments = 7'b1111111;  
        endcase
    end
endmodule
module LED_Animation(
    input  logic clk,
    input  logic reset,
    input  logic active,
    output logic [4:0] led
);
    logic [25:0] div;
    logic slow_clk;
    logic [3:0] step;
    logic running;
    always_ff @(posedge clk or posedge reset) begin
        if (reset)
            div <= 0;
        else
            div <= div + 1;
    end
    assign slow_clk = div[23];
    always_ff @(posedge slow_clk or posedge reset) begin
        if (reset) begin
            led <= 0;
            running <= 0;
            step <= 0;
        end else if (active && !running) begin
            running <= 1;
            step <= 0;
        end else if (running) begin
            step <= step + 1;
            case (step)
                0: led <= 5'b00001;
                1: led <= 5'b00011;
                2: led <= 5'b00111;
                3: led <= 5'b01111;
                4: led <= 5'b11111;
                5: begin
                    led <= 0;
                    running <= 0;
                end
            endcase
        end
    end
endmodule
### /design/flow/constraint.sdc
current_design CoffeeMachine

set clk_period 6.0
set clk_io_pct 0.2

create_clock -name clk0 -period $clk_period [get_ports {clk}]

set non_clock_inputs [all_inputs -no_clocks]
set_input_delay [expr $clk_period * $clk_io_pct] -clock clk0 $non_clock_inputs
set_output_delay [expr $clk_period * $clk_io_pct] -clock clk0 [all_outputs]
### /design/flow/run.sh
#!/bin/bash
# OpenROAD 26Q1-2900-gdf79404cd8, Yosys 0.63+post, stock flow scripts
make -C /OpenROAD-flow-scripts/flow DESIGN_CONFIG=/design/flow/config.mk WORK_HOME=/design/flow/orfs finish
### /design/flow/config.mk
export PLATFORM = sky130hd
export DESIGN_NAME = CoffeeMachine
export DESIGN_NICKNAME = CoffeeMachine
export VERILOG_FILES = /design/flow/design.v
export SDC_FILE = /design/flow/constraint.sdc
export NUM_CORES = 4
export LEC_CHECK = 1
export CORE_UTILIZATION = 40
==> notes.md <==
The flow measured a signed area growth from synthesis to layout of 16.8%. The number of setup violations in the final report was 0; the count of endpoints without a timing constraint was 27. The run gives 2,061 as the via count of the first global-routing pass. The run gives 3.83 ns for the final critical-path required period. At the end of routability-driven placement, the weighted congestion stood at 0.846. Chip area line of the yosys report: 3300 sq um. Dominant register cell: sky130_fd_sc_hd__dfrtp_1. Distinct cell type count after synthesis: 46.

Number of register pins that no clock reaches: 17. The flow ran to the end, and the final reports show no timing, DRC or antenna violations. The worst setup path is captured at an output pin. Number of buffers created by CTS: 9. The routed length per placed instance is 10.9 um, and the post-detailed-placement half-perimeter wirelength is 3420 um.

In this run, synthesis produced a sequential element count of 74. The run gives 0 as the number of antenna repair diodes. The number of hold buffers added after CTS was 0. The run gives 0 for the initial antenna violation count. The die covers 8610 sq um. The logs give 0.155 mW for the power spent charging and discharging nets and 44.3% for the portion of total power attributed to the clock network. In the Yosys report, the sequential cells make up 56.2% of the chip area.

The synthesized instance count came out at 287. TritonCTS built the clock tree. The kind of critical path is primary input to output pin.

The synthesis report lists the most area-consuming cells as sky130_fd_sc_hd__dfrtp_1 56%, sky130_fd_sc_hd__ha_1 8.0%, sky130_fd_sc_hd__xnor2_1 5.0%. The global-route total usage across every layer was 13.0%. The internal power of the cells totals 0.606 mW. The max-slew check reports its worst relative slack as 57.7%.

The width of the die works out to 92.8 um. The synthesized design devotes to its leading area cell type 56.2% of total area. The total wire length after detailed routing was 4850 um.

The tools report the maximum number of pins on one net before global-route repair as 54. The skew report gives the latency at the later pin of the worst-skew pair as 0.32 ns. The total overflow left after global routing is 0. The type recorded for the worst min-delay path is flip-flop to flip-flop. During placement, the flow inserted port buffers numbering 19. Looking at the max-slew report, the worst-margin pin has a slew of 0.635 ns.

The clock passes through at most 2 buffers. Looking at the power breakdown, sequential logic takes 52.1% of the total. The maximum vdd ir drop was 0.000177 V. Post-CTS repair changed the size of 0 cells.

The setup TNS came out at 0 ns. Via density per instance: 4.68. In the synthesized netlist, the cells that appear most often are 74 x sky130_fd_sc_hd__dfrtp_1, 21 x sky130_fd_sc_hd__ha_1, 19 x sky130_fd_sc_hd__xnor2_1.

The proportion of total power due to net switching came out at 20.3%. For this run, the top clock speed supported by timing is 261 MHz. Yosys stat counts 287 cells in the synthesized netlist. The yosys warning tally was 6. According to the I/O placement log, the pin count is 24. In the routed design, unresolved DRC markers number 0. In this run, synthesis inferred 0 flip-flops with an integrated enable. The async set or reset register ratio after synthesis came out at 100%. The H-tree was split into 3 levels. The final count of hold timing violations is 0.

The first global-routing pass estimated 9020 um of wire. In the final layout, the share of cells above drive strength 1 is 7.60%. STA lists the maximum fanout along the critical path as 9.

Floorplan utilization: 42.0%. Top cell type by total area after synthesis: sky130_fd_sc_hd__dfrtp_1. According to the timing report, the arrival time at the worst endpoint equals 2.63 ns.

In the post-synthesis netlist, the cell with the most instances is sky130_fd_sc_hd__dfrtp_1. The run gives 2,077 as the via total after detailed routing. The logs give 65 for the violation tally from detailed-route iteration zero and 7850 sq um for the total core area. In this run the static leakage power is 1.77 nW. In this run the core area contains 32 standard-cell rows.

The final core area utilization was 49.1%. The script computed a power per unit cell area of 198 nW/um^2. The worst path required time is 4.80 ns. With the number of nets still failing antenna checks after routing at 0, the internal reg-to-reg setup slack is 4.40 ns.

The clock-pin slew on the worst setup and hold paths is 0.06 ns. The worst setup path is launched from a primary input. The height of the die works out to 92.8 um. Setup repair after global routing left no endpoint under its margin.

The final-report max-slew violation count came out at 0. The tools report the post-synthesis instance area as 3300 sq um. The first detailed-routing pass ran for 4 iterations. In the final layout, the fill cell count is 730. The run gives 3.6% for the part of the power in combinational logic. In this run the tools logged warnings totalling 38.

A synthesized cell averages 11.5 sq um. The master cell of the clock root buffer is sky130_fd_sc_hd__clkbuf_8. After layout, the worst path uses 63.9% of the clock period. The number of setup buffers added after CTS is 0.

After layout, the setup clock skew is reported as 0.00629 ns. The tool flagged a number of max-cap violations equal to 0.
==> worst max-delay path: stages <==
cell,delay (ns)
sky130_fd_sc_hd__clkdlybuf4s50_1,0.47
sky130_fd_sc_hd__inv_1,0.13
sky130_fd_sc_hd__ha_1,0.32
sky130_fd_sc_hd__clkdlybuf4s50_1,0.51
==> layout make-up <==
cell class	count	area [sq um]	share of cell area [%]
Sequential cell	74	1850	48.1
Multi-Input combinational cell	216	1420	37.0
Timing Repair Buffer	20	198	5.13
Clock buffer	13	149	3.87
Tap cell	102	128	3.31
Inverter	16	60.1	1.56
Clock inverter	3	40.0	1.04
==> layer usage <==
metal | vias up | share of wire [%] | track usage, %
li1 | 1066 | - | -
met1 | 971 | 52 | 21.3
met2 | 31 | 42 | 19.0
met3 | 9 | 2.9 | 2.09
met4 | 0 | 2.4 | 2.82
met5 | - | 0 | 0
==> registers in the layout, summed over array words and instances (netlist names) <==
name / count
div_inst.counter: 32
led_inst.div: 24
led_inst.led: 4
led_inst.step: 4
fsm_inst.current: 3
fsm_inst.timer: 3
div_inst.clk_out: 1
fsm_inst.done: 1
fsm_inst.start_prev: 1
led_inst.running: 1
==> path summary, 6_finish.rpt <==
| path | from | to | depth (start not counted) |
|---|---|---|---|
| worst max register to register | div_inst.counter[30] | div_inst.clk_out | 5 |
| max in group asynchronous | reset | led_inst.div[22] | 3 |
| min in group asynchronous | reset | led_inst.div[17] | 2 |
| worst min register to register | led_inst.div[4] | led_inst.div[4] | 1 |
| worst min-delay path | led_inst.div[4] | led_inst.div[4] | 1 |
| worst max-delay path | coffee_sel[1] | seg_type[0] | 4 |
==> power by group through the flow <==
| stage | registers (mW) | logic [mW] | clock network [mW] |
|---|---|---|---|
| after CTS | 0.397 | 0.0289 | 0.349 |
| after global routing | 0.398 | 0.0329 | 0.367 |
| final | 0.397 | 0.0277 | 0.337 |
==> cells in the final DEF (no fill, tap or decap), types with 4 or more instances in the layout <==
| master | instances |
|---|---|
| sky130_fd_sc_hd__conb_1 | 32 |
| sky130_fd_sc_hd__o21ai_0 | 7 |
| sky130_fd_sc_hd__ha_1 | 21 |
| sky130_fd_sc_hd__dfrtp_1 | 74 |
| sky130_fd_sc_hd__xor2_1 | 7 |
| sky130_fd_sc_hd__a21oi_1 | 17 |
| sky130_fd_sc_hd__clkbuf_8 | 10 |
| sky130_fd_sc_hd__nor2_1 | 12 |
| sky130_fd_sc_hd__and3_1 | 7 |
| sky130_fd_sc_hd__xnor2_1 | 19 |
| sky130_fd_sc_hd__clkdlybuf4s50_1 | 19 |
| sky130_fd_sc_hd__nand2_1 | 16 |
| sky130_fd_sc_hd__nor4_1 | 9 |
| sky130_fd_sc_hd__nand4_1 | 11 |
| sky130_fd_sc_hd__nand3_1 | 17 |
| sky130_fd_sc_hd__nor2b_1 | 4 |
| sky130_fd_sc_hd__inv_1 | 14 |
==> logic make-up (layout without fill, tap and decap cells) <==
logic type | Yosys count | after routing | synth area share (%)
AOI/OAI and AO/OA | 43 | 43 | 8.58
xor gates and xnor gates | 26 | 26 | 6.91
adders and majority gates | 21 | 21 | 7.97
buffers and inverters | 28 | 52 | 4.14
DFF | 74 | 74 | 56.2
muxes | 4 | 4 | 1.29
other | 1 | 32 | 0.114
and+or+nand+nor | 90 | 90 | 14.8
==> through the flow <==
step           hold slack (ns)  area, sq um  power [mW]  setup WS, ns  cells
6_report                 0.464         3850       0.761          2.17    444
5_1_grt                  0.483         3850       0.797          2.06    444
4_1_cts                  0.470         3850       0.774          2.17    444
3_5_place_dp             0.457         3660       0.432          2.17    428
3_3_place_gp             0.456         3660       0.432          2.18    428
2_1_floorplan            0.438         3410       0.421          2.92    318
No activity file was given, so power comes from the tool's default toggle rates.
