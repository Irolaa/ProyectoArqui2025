==> /design/flow/design.v <==
module ClockDivider(
    input  logic clk,
    input  logic reset,
    output logic clk_out
);
parameter DIV = 20;   
    logic [31:0] counter;
    always_ff @(posedge clk or posedge reset) begin
        if (reset) begin
            counter <= 0;
            clk_out <= 0;
        end else if (counter >= DIV/2 - 1) begin
            clk_out <= ~clk_out;
            counter <= 0;
        end else begin
            counter <= counter + 1;
        end
    end
endmodule
module CoffeeController(
    input  logic clk,
    input  logic reset,
    input  logic next_button,      
    input  logic select_button,    
    output logic [6:0] seg_type,
    output logic [6:0] seg_state,
    output logic [4:0] led
);
    logic slow_clk;
    logic [1:0] coffee_sel;
    logic [2:0] state;
    logic done;
    logic next_debounced, select_debounced;
    Debounce debounce_next (
        .clk(clk),
        .reset(reset),
        .button_in(next_button),
        .button_out(next_debounced)
    );
    Debounce debounce_select (
        .clk(clk),
        .reset(reset),
        .button_in(select_button),
        .button_out(select_debounced)
    );
    logic next_p, select_p;
    assign next_p   = ~next_debounced;
    assign select_p = ~select_debounced;
    logic prev_next;
    always_ff @(posedge clk or posedge reset) begin
        if (reset) begin
            coffee_sel <= 2'b00;
            prev_next  <= 0;
        end else begin
            if (next_p && !prev_next)
                coffee_sel <= (coffee_sel == 2'b10) ? 2'b00 : coffee_sel + 1;
            prev_next <= next_p;
        end
    end
    ClockDivider #(.DIV(50000000)) div1 (
        .clk(clk),
        .reset(reset),
        .clk_out(slow_clk)
    );
    logic select_prev, start_pulse;
    always_ff @(posedge slow_clk or posedge reset) begin
        if (reset) begin
            select_prev <= 0;
        end else begin
            select_prev <= select_p;
        end
    end
    assign start_pulse = select_p && !select_prev;
    CoffeeFSM fsm1 (
        .clk(slow_clk),
        .reset(reset),
        .start(start_pulse),  
        .coffee_sel(coffee_sel),
        .state(state),
        .done(done)
    );
    DisplayDecoder dec_type (
        .char_sel(coffee_sel),
        .segments(seg_type)
    );
    logic [3:0] display_state;
    always_comb begin
        case (state)
            3'd1: display_state = 4'd3;  
            3'd2: display_state = 4'd4;  
            3'd3: display_state = 4'd5;  
            3'd4: display_state = 4'd6;  
            3'd5: display_state = 4'd7;  
            3'd6: display_state = 4'd8;  
            default: display_state = 4'd15;  
        endcase
    end
    DisplayDecoder dec_state (
        .char_sel(display_state),
        .segments(seg_state)
    );
    LED_Animation anim1 (
        .clk(clk),
        .reset(reset),
        .active(done),
        .led(led)
    );
endmodule
module CoffeeFSM(
    input  logic clk,            
    input  logic reset,
    input  logic start,
    input  logic [1:0] coffee_sel,  
    output logic [2:0] state,
    output logic done
);
    typedef enum logic [2:0] {
        IDLE  = 3'd0,
        AGUA  = 3'd1,
        CAFE  = 3'd2,
        LECHE = 3'd3,
        AZUCAR= 3'd4,
        CREMA = 3'd5,
        END   = 3'd6
    } state_t;
    state_t current, next;
    logic [2:0] timer;
    logic timer_done;
    logic start_prev;  
    function automatic [2:0] get_duration(state_t st, logic [1:0] sel);
        case (st)
            AGUA: begin
                if (sel == 2'b00) get_duration = 3'd2;  
                else if (sel == 2'b01) get_duration = 3'd1;  
                else get_duration = 3'd2;  
            end
            CAFE: begin
                if (sel == 2'b00) get_duration = 3'd1;  
                else if (sel == 2'b01) get_duration = 3'd1;  
                else get_duration = 3'd0;  
            end
            LECHE: begin
                if (sel == 2'b00) get_duration = 3'd0;  
                else if (sel == 2'b01) get_duration = 3'd1;  
                else get_duration = 3'd1;  
            end
            AZUCAR: begin
                if (sel == 2'b00) get_duration = 3'd0;  
                else get_duration = 3'd1;  
            end
            CREMA: begin
                if (sel == 2'b10) get_duration = 3'd1;  
                else get_duration = 3'd0;
            end
            default: get_duration = 3'd0;
        endcase
    endfunction
    always_ff @(posedge clk or posedge reset) begin
        if (reset) begin
            current <= IDLE;
            timer <= 0;
            done <= 0;
            start_prev <= 0;
        end else begin
            current <= next;
            start_prev <= start;
            if (current != next)
                timer <= 0;
            else
                timer <= timer + 1;
            done <= (next == END);
        end
    end
    assign timer_done = (timer >= get_duration(current, coffee_sel));
    always_comb begin
        next = current;
        case (current)
            IDLE:
                if (start && !start_prev)
                    next = AGUA;
            AGUA:
                if (timer_done) begin
                    if (coffee_sel == 2'b00) next = CAFE;    
                    else if (coffee_sel == 2'b01) next = CAFE;  
                    else next = LECHE;  
                end
            CAFE:
                if (timer_done) begin
                    if (coffee_sel == 2'b00) next = END;   
                    else if (coffee_sel == 2'b01) next = LECHE;  
                    else next = END;  
                end
            LECHE:
                if (timer_done) begin
                    if (coffee_sel == 2'b01) next = AZUCAR;  
                    else if (coffee_sel == 2'b10) next = AZUCAR;  
                end
            AZUCAR:
                if (timer_done) begin
                    if (coffee_sel == 2'b01) next = END;  
                    else if (coffee_sel == 2'b10) next = CREMA;  
                end
            CREMA:
                if (timer_done)
                    next = END;
            END:
                next = IDLE;
            default: next = IDLE;
        endcase
    end
    assign state = current;
endmodule
module Debounce (
    input  logic clk,
    input  logic reset,
    input  logic button_in,
    output logic button_out
);
    logic [19:0] counter;
    logic stable_state;
    localparam DEBOUNCE_TIME = 500000;  
    always_ff @(posedge clk or posedge reset) begin
        if (reset) begin
            counter <= 0;
            stable_state <= 0;
        end else if (button_in != stable_state) begin
            counter <= counter + 1;
            if (counter >= DEBOUNCE_TIME) begin
                stable_state <= button_in;
                counter <= 0;
            end
        end else begin
            counter <= 0;
        end
    end
    assign button_out = stable_state;
endmodule
module DisplayDecoder(
    input  logic [3:0] char_sel,
    output logic [6:0] segments
);
    always_comb begin
        case (char_sel)
            4'd0: segments = 7'b0000110;  
            4'd1: segments = 7'b1000111;  
            4'd2: segments = 7'b1000110;  
            4'd3: segments = 7'b0001000;  
            4'd4: segments = 7'b1000110;  
            4'd5: segments = 7'b1000111;  
            4'd6: segments = 7'b1000001;  
            4'd7: segments = 7'b0000110;  
            4'd8: segments = 7'b0001110;  
            default: segments = 7'b1111111;  
        endcase
    end
endmodule
module LED_Animation(
    input  logic clk,
    input  logic reset,
    input  logic active,
    output logic [4:0] led
);
    logic [25:0] div;
    logic slow_clk;
    logic [3:0] step;
    logic running;
    always_ff @(posedge clk or posedge reset) begin
        if (reset)
            div <= 0;
        else
            div <= div + 1;
    end
    assign slow_clk = div[23];
    always_ff @(posedge slow_clk or posedge reset) begin
        if (reset) begin
            led <= 0;
            running <= 0;
            step <= 0;
        end else if (active && !running) begin
            running <= 1;
            step <= 0;
        end else if (running) begin
            step <= step + 1;
            case (step)
                0: led <= 5'b00001;
                1: led <= 5'b00011;
                2: led <= 5'b00111;
                3: led <= 5'b01111;
                4: led <= 5'b11111;
                5: begin
                    led <= 0;
                    running <= 0;
                end
            endcase
        end
    end
endmodule
==> /design/flow/run.sh <==
#!/bin/bash
# OpenROAD 26Q1-2900-gdf79404cd8, Yosys 0.63+post, stock flow scripts
make -C /OpenROAD-flow-scripts/flow DESIGN_CONFIG=/design/flow/config.mk WORK_HOME=/design/flow/orfs finish
==> /design/flow/config.mk <==
export PLATFORM = sky130hd
export DESIGN_NAME = CoffeeController
export DESIGN_NICKNAME = CoffeeController
export VERILOG_FILES = /design/flow/design.v
export SDC_FILE = /design/flow/constraint.sdc
export NUM_CORES = 4
export LEC_CHECK = 1
export CORE_UTILIZATION = 40
==> /design/flow/constraint.sdc <==
current_design CoffeeController

set clk_period 5.2
set clk_io_pct 0.2

create_clock -name clk0 -period $clk_period [get_ports {clk}]

set non_clock_inputs [all_inputs -no_clocks]
set_input_delay [expr $clk_period * $clk_io_pct] -clock clk0 $non_clock_inputs
set_output_delay [expr $clk_period * $clk_io_pct] -clock clk0 [all_outputs]
==> job_summary.md <==
### Flow metrics

| Metric | Value |
|---|---|
| Endpoints left unconstrained | 31 |
| Synth top cells by count | dfrtp_1 (121), nor2_1 (89), nand2_1 (47), xor2_1 (45), nand3_1 (35) |
| DRT Pass-1 Iters | 4 |
| Count of tool warnings | 42 |
| Die Width | 124 µm |
| Chip area | 0.0154 mm² |
| Synth area leaders | dfrtp_1 (51%), xor2_1 (6.6%), nor2_1 (5.6%) |
| Port Buffer Count | 20 |
| GP Congestion | 0.837 |
| Clock Power Share | 0.358 |
| Die height | 124 µm |
| Cells after Synth | around 590 |
| Max-Cap Viols | 0 |
| RSZ-0062 raised after global routing | false |
| Post-CTS Setup Bufs | 0 |
| Synth area leader | dfrtp_1 |
| VDD IR-drop max | just under 0.2 mV |
| Seq pwr share | 0.480 |
| Hold-fix buffers, CTS | 0 |
| Top cell area share | 0.509 |
| Worst slew pin tran | 0.774 ns |
| Yosys cell types | 54 |
| Post-synth seq share | 0.509 |
| Lkg Pwr | 0.00295 µW |
| DR vias | between 4,000 and 5,000 |
| Sum Neg Setup Slack | 0 ns |
| Synth async-reset ratio | 1.00 |
| WL per Instance | 11.9 µm |
| Clock latency (worst-skew pair) | 0.34 ns |
| N_diodes | 0 |
| WL met1 | 4900 µm |
| Crit path time final | 2.78 ns |
| Total wire length | ~9600 µm |
| Met3 WL post-DR | 286 µm |
| Sw Ratio | 0.258 |
| Slew headroom | 0.479 |
| Max Freq | 0.359 GHz |
| Slew Limit Fails | 0 |
| Gate Area | 0.00277 mm² |
| I/O pins | 23 |
| Share of layout cells above drive strength 1 | 0.0448 |
| Synthesis-stage register bit count | approximately 120 |
| FILL cells | 1,326 |
| Maximum clock insertion buffer count | 2 |
| Avg Cell Area, Syn | 10.0 µm² |
| CP Capture Type | primary output |
| Synthesis Warnings | 7 |
| CP required | 4.16 ns |
| Min-delay worst type | flip-flop to flip-flop |
| Layout Skew | 0.00789 ns |
| Internal | 1340 µW |
| Outcome | complete, no violations |
| Sw Pwr | 466 µW |
| WL met2 | roughly 4300 µm |
| Cycle use final | 0.535 |
| First-pass GRT wire length | between 15,000 and 20,000 µm |
| Clock buffer count from CTS | 9 |
| DRC Markers | 0 |
| Final-report hold violation count | 0 |
| Initial DRC count | 209 |
| PwrDens | 273 mW/mm² |
| Core ar. | 0.0145 mm² |
| Hold slack final | 0.446 ns |
| Total track usage | 0.143 |
| Worst Setup Start Kind | flip-flop |
| CTS root buf | clkbuf_16 |
| Via density | 5.01 |
| Largest net degree at the start of global routing | 59 |
| Worst-path clk slew | roughly 0.060 ns |
| DR top layer | met4 |
| Post-CTS sizing | 0 |
| Seq. cell area | 0.00303 mm² |
| Worst setup margin | approximately 2.4 ns |
| Most frequent cell after synthesis | dfrtp_1 |
| CP Max Fanout | 8 |
| Initial antenna violation count | 0 |
| CTS tree | built |
| Top_reg_cell synth | dfrtp_1 |
| Dpl hpwl | 6700 µm |
| Yosys stat area | 0.00595 mm² |
| Grt ovf | 0 |
| Fin cells | 809 |
| Vias in the first global route | 3,860 |
| Endpoints failing setup | 0 |
| FP Rows | around 44 |
| Area grow syn2layout | 11.5% |
| Fp_density | 0.410 |
| Placed cell count | 794 |
| H-tree Lvls | 3 |
| Critical path class | flip-flop to primary output |
| Mapped cell area | 0.00595 mm² |
| Register pins left without a clock | 19 |
| ANT nets after route | 0 |
| Comb pwr share | 0.162 |
| Arr. time, crit path | 1.74 ns |
| Number of synthesized flops with an enable pin | 0 |
| Setup Slack @ Placement | 2.66 ns |
| Ys cells | 593 |
## logic make-up after synthesis
family	Yosys count	synth area share
fa+ha+maj	25	0.0525
compound gates	68	0.0788
simple gates	250	0.198
buf+inv	42	0.0322
other cells	1	0.000630
mux	7	0.0128
xor+xnor	79	0.116
flops	121	0.509
## flip-flops by register name (all words and copies together), names as in the netlist, 3 cells and up
name,flops
div1.counter,32
anim1.div,24
debounce_next.counter,20
debounce_select.counter,20
anim1.led,5
anim1.step,4
fsm1.current,3
fsm1.timer,3
## cell type report
cell class / instances / area share
clock buffers: 10 / 0.0345
clock inverters: 5 / 0.00886
multi-input cells: 440 / 0.418
flip-flops and latches: 121 / 0.456
repair buffers: 22 / 0.0324
inverters: 27 / 0.0156
well taps: 184 / 0.0347
## cells in the final DEF, fill, tap and decap left out, types with 2 or more instances in the layout
| cell type | n |
|---|---|
| mux2_2 | 5 |
| conb_1 | 11 |
| a21oi_1 | 16 |
| nor2_1 | 89 |
| a22o_1 | 2 |
| nor2b_1 | 3 |
| clkinv_2 | 2 |
| nor4_1 | 6 |
| ha_1 | 25 |
| or2_2 | 2 |
| xnor2_1 | 34 |
| and3_1 | 18 |
| or3_1 | 3 |
| a311oi_1 | 2 |
| buf_4 | 2 |
| mux2i_1 | 2 |
| a31oi_1 | 5 |
| nand3_1 | 35 |
| clkdlybuf4s50_1 | 20 |
| o211ai_1 | 3 |
| xor2_1 | 45 |
| nand4_1 | 19 |
| nand2b_1 | 2 |
| dfrtp_1 | 121 |
| o21ai_0 | 14 |
| nor3_1 | 15 |
| o31ai_1 | 3 |
| nand2_1 | 47 |
| clkbuf_16 | 9 |
| a21o_1 | 6 |
| and4_1 | 5 |
| inv_1 | 26 |
## power groups by stage
stage	registers, µW	logic, µW	clock network [µW]
4_1_cts	869	297	678
5_1_grt	874	342	711
6_report	869	293	648
## critical path: stages (launching register included)
cell and delay [ns]:
dfrtp_1 0.41, inv_1 0.14, ha_1 0.34, clkdlybuf4s50_1 0.52
## through the flow
step | instance area, µm² | utilization | total power (µW)
after detailed placement | 6350 | 0.437 | 1180
final | 6640 | 0.457 | 1810
after global placement | 6350 | 0.437 | 1170
after floorplan | 5990 | - | 1070
after CTS | 6640 | 0.457 | 1840
after global routing | 6640 | 0.457 | 1930
## per-layer routing
| layer | global-route usage | vias up |
|---|---|---|
| met5 | 0 | - |
| met1 | 0.224 | 1919 |
| li1 | - | 2071 |
| met3 | 0.0252 | 8 |
| met4 | 0.0149 | 0 |
| met2 | 0.223 | 56 |
## worst paths after layout
| check | startpoint | cells past startpoint | slack, ns | endpoint |
|---|---|---|---|---|
| max reg2reg | div1.counter[9] | 6 | 2.86 | div1.clk_out |
| min reg2reg | anim1.div[0] | 1 | 0.45 | anim1.div[0] |
| min in group asynchronous | reset | 2 | 1.18 | div1.counter[24] |
| min | anim1.div[0] | 1 | 0.45 | anim1.div[0] |
| max | coffee_sel[1] | 3 | 2.42 | seg_type[0] |
| max in group asynchronous | reset | 3 | 3.13 | debounce_select.counter[13] |
No activity file was given, so power comes from the tool's default toggle rates.
